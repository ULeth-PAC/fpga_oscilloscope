$ cat design/flow/config.mk
export PLATFORM = sky130hd
export DESIGN_NAME = control_register
export DESIGN_NICKNAME = control_register
export VERILOG_FILES = /design/flow/design.v
export SDC_FILE = /design/flow/constraint.sdc
export NUM_CORES = 4
export LEC_CHECK = 1
export CORE_AREA = 10 10 70 70
export DIE_AREA = 0 0 80 80
$ cat design/flow/constraint.sdc
current_design control_register

set clk_period 1.0
set clk_io_pct 0.2

create_clock -name clk0 -period $clk_period [get_ports {clk}]

set non_clock_inputs [all_inputs -no_clocks]
set_input_delay [expr $clk_period * $clk_io_pct] -clock clk0 $non_clock_inputs
set_output_delay [expr $clk_period * $clk_io_pct] -clock clk0 [all_outputs]
$ cat design/flow/design.v
`timescale 1ns / 1ps
module control_register(
    input logic clk,
    input logic reset,
    input logic write,
    input logic [7:0] write_register,
    output logic [1:0] setting0, 
                       setting1, 
                       setting2, 
                       setting3, 
                       setting4, 
                       setting5, 
                       setting6,
                       setting7 );
    logic [7:0] control;
    always_ff @(posedge clk) begin
        if (reset) begin
            control  <= '0;
        end else if (write) begin
            control <= write_register;
        end
    end
    assign setting0 = control[0];
    assign setting1 = control[1];
    assign setting2 = control[2];
    assign setting3 = control[3];
    assign setting4 = control[4];
    assign setting5 = control[5];
    assign setting6 = control[6];
    assign setting7 = control[7];
endmodule
$ cat design/flow/run.sh
#!/bin/bash
# OpenROAD 26Q1-2900-gdf79404cd8, Yosys 0.63+post, stock flow scripts
make -C /OpenROAD-flow-scripts/flow DESIGN_CONFIG=/design/flow/config.mk WORK_HOME=/design/flow/orfs finish
==> impl_metrics.tcl <==
# yosys + openroad results
set metrics [dict create \
    ant_nets 0 \
    dieArea_um2 6400 \
    cts_buffer_depth 2 \
    timing.critical_path.cells "clkdlybuf4s15_1" \
    die_w_um 80 \
    finalMaxSlewViolations 0 \
    ys_types 7 \
    wl_um 967 \
    regMostFlops "control" \
    n_antenna_cell 0 \
    warning_count 25 \
    dpl.cell_count 97 \
    clk_latency_ns 0.24 \
    critPathKind "reg2out" \
    numCtsBuffers 3 \
    max_freq_mhz 1060 \
    synth_warnings 1 \
    cp_top_family "flip-flops" \
    io_pins 27 \
    fin_setup_tns_ns 0 \
    layout_setup_ws_ns 0.0553 \
    cp_data_arrival_time_ns 0.74 \
    cts.clk_slew.worst_paths_ns 0.05 \
    synth_area_um2 349 \
    finalClockPeriodUsage 0.945 \
    power.density_nw_per_um2 1170 \
    gp_congestion 0.644 \
    cp-end-kind "output pin" \
    fin_cells 101 \
    syn-mean-instance-area_um2 9.97 \
    antenna_found_initial 0 \
    reg_top3 "control (8)" \
    hold_viol 0 \
    vdd_drop_max_mv 0.188 \
    grt_pass1_wl_um 1570 \
    drt_first_pass_iters 4 \
    power.leakage_nw 0.268 \
    status "finished clean" \
    min_period_ns 0.945 \
    ys_area_um2 349 \
    grt_pass1_vias 346 \
    grt_remaining_overflow 0 \
    cts_root_buffer "clkbuf_4" \
    slowest_stage "dfxtp_2" \
    cp_num_buf_inv 1 \
    setup_viol 0 \
    die_y_um 80 \
    max_cap_viol_count 0 \
    final_area_um2 604 \
    port_buffers 18 \
    worstPathMaxFanout 2 \
    drive_gt1_frac 0.255 \
    placedInstanceArea_um2 558 \
    required_ns 0.80 \
    tritoncts "built" \
    route.detailed.drc 0 \
    rsz0062_at_grt "no" \
    synth_stat.cells 35 \
    rows 21 \
    grt_max_degree 9 \
    synth-seq-cells 8 \
    grt_usage 0.0295 \
    largest_register_ffs 8 \
    first_iter_violations 10 \
    dp_slack_ns -0.227 \
    whs_ns 0.404 \
    crit_path_start_kind "flip-flop" \
    critPathMaxStageDelay_ns 0.33 \
    finalClockSkew_ns 0 \
    clock_sinks 8 \
    synthCells 35 \
    via_per_inst 2.77 \
    hold_class "in2reg" \
    num_vias 280 \
    fp.coreArea_um2 3420 \
    h-tree-depth 1 \
    area_delta_synth_final_pct 73.1 \
    ys_seq_share 0.459 \
    wire_per_inst_um 9.57 \
    fp_util 0.102 \
]
-- where the power goes --
part | switching (mW) | internal [mW]
Sequential | 0.0104 | 0.342
Combinational | 0.0353 | 0.0851
Clock | 0.0978 | 0.137
-- through the flow --
step	total power [mW]	util
2_1_floorplan	0.411	-
3_3_place_gp	0.481	0.163
3_5_place_dp	0.482	0.163
4_1_cts	0.728	0.175
5_1_grt	0.763	0.177
6_report	0.707	0.177
-- layer usage --
layer	routed length, µm	vias up	global-route usage
met3	44	2	0.00341
met2	581	12	0.0578
met4	34	0	0.0141
met5	0	-	0
li1	-	136	-
met1	308	130	0.0296
-- logic make-up after synthesis --
group,after synthesis,synth area share
buffers and inverters,10,0.215
DFF,8,0.459
muxes,8,0.229
other,1,0.0107
and+or+nand+nor,8,0.0860
-- worst paths after layout --
path | slack, ns | to | from | cells past startpoint
worst min-delay path | 0.40 | control[7] | write | 4
worst min register to register | 0.49 | control[7] | control[7] | 2
worst max register to register | 0.26 | control[0] | control[0] | 3
worst max-delay path | 0.06 | setting2[0] | control[2] | 1
-- placed cells by master, fill, tap and decap left out --
cell type / n
dlymetal6s2s_1: 1
mux2i_1: 7
clkdlybuf4s15_1: 8
buf_12: 1
clkdlybuf4s50_1: 9
nor2_1: 8
clkbuf_4: 3
buf_4: 1
conb_1: 8
dfxtp_2: 8
mux2i_2: 1
-- synthesized netlist by cell type (all sizes together) --
| master | instances | area, µm² |
|---|---|---|
| conb | 1 | 3.75 |
| buf | 10 | 75.1 |
| mux2i | 8 | 80.1 |
| dfxtp | 8 | 160 |
| nor2 | 8 | 30.0 |
-- layout make-up --
cell class | instances | area, µm²
Sequential cell | 8 | 170
Tap cell | 46 | 57.6
Fill cell | 386 | 2810
Clock buffer | 3 | 22.5
Multi-Input combinational cell | 24 | 144
Timing Repair Buffer | 20 | 210
-- what timing repair did --
| item | CTS | global route |
|---|---|---|
| gates resized | 24 | 2 |
| hold buffers | 0 | 0 |
| buffers inserted | 1 | 0 |
| setup endpoints to repair | 8 | 6 |
Power figures rest on the tool's default switching activity, not on a simulated workload.
